==> run.sh <==
#!/bin/bash
# OpenROAD 26Q1-2900-gdf79404cd8, Yosys 0.63+post, stock flow scripts
make -C /OpenROAD-flow-scripts/flow DESIGN_CONFIG=/design/flow/config.mk WORK_HOME=/design/flow/orfs finish
==> config.mk <==
export PLATFORM = sky130hd
export DESIGN_NAME = clk_enableEN
export DESIGN_NICKNAME = clk_enableEN
export VERILOG_FILES = /design/flow/design.v
export SDC_FILE = /design/flow/constraint.sdc
export NUM_CORES = 4
export LEC_CHECK = 1
export CORE_AREA = 10 10 112 112
export DIE_AREA = 0 0 122 122
==> constraint.sdc <==
current_design clk_enableEN

set clk_period 3.6
set clk_io_pct 0.2

create_clock -name clk0 -period $clk_period [get_ports {clk}]

set non_clock_inputs [all_inputs -no_clocks]
set_input_delay [expr $clk_period * $clk_io_pct] -clock clk0 $non_clock_inputs
set_output_delay [expr $clk_period * $clk_io_pct] -clock clk0 [all_outputs]
==> design.v <==
`timescale 1ns / 1ps
module clk_enableEN (
    input clk,
    input clr,
    output reg q );
    reg [27:0] S;
    always @(posedge clk or posedge clr)begin
    if (clr == 1) begin
    S = 2'b00;
   end 
   else if (S==9999999) begin
    S=0;
   q=1;   
    end
    else begin
        S= S + 1;
        q=0;
    end
    end
endmodule
==> Implementation_results.wiki <==
=== Synthesis and place and route ===
{| class="wikitable"
! Metric !! Value
|-
| Status || complete, no violations
|-
| Overall via count from detail_route || 1040
|-
| HPWL after DPL || 1.90 mm
|-
| FF+latch count, synth || 29
|-
| Hold buffer count at CTS || 0
|-
| Top Family by Delay on Critical Path || simple AND/OR/NAND/NOR gates
|-
| Number of cells in Yosys stat || 134
|-
| Sequential Power Share || 0.540
|-
| Maximum fanout count along the critical path || 11
|-
| Share of synthesized area occupied by flip-flops and latches || 0.503
|-
| Signal arrival time at the worst endpoint || 1.97 ns
|-
| Post-route clock period utilization || 0.506
|-
| Tot GR Track Use || 0.0380
|-
| Routability-driven placement congestion ratio || 0.807
|-
| Number of buffers added by the clock tree synthesis step || 5
|-
| DR DRC count || 0
|-
| Area growth from synthesis to layout || 19.3%
|-
| Post-Synthesis Cells || 134
|-
| Routed wire length || 2.75 mm
|-
| Ratio of total power to cell area || 350 nW/µm²
|-
| Highest-delay cell along the critical path || dfrtp_1
|-
| Vert. Die Dim || 122 µm
|-
| Post-DR vias/cell || 3.73
|-
| Max transition margin || 0.622
|-
| Count of filler cells inserted in the layout || 1109
|-
| Inserted Diodes || 0
|-
| Comb pwr share || 0.014
|-
| Number of DRC markers in iteration 0 || 64
|-
| Worst Setup Path Type || reg -> reg
|-
| Insertion delay of the later-clocked pin in the worst-skew pair || 0.28 ns
|-
| Total cell area reported by yosys after synthesis || 1450 µm²
|-
| # Max-Cap Violations || 0
|-
| Clock tree from TritonCTS || done
|-
| Buf+Inv Stages, Crit Path || 1
|-
| Number of hold violations in the final report || 0
|-
| # setup viols final || 0
|-
| Worst ir drop on vdd || 0.132 mV
|-
| Final worst clock skew || 0.00434 ns
|-
| Pre-placement core utilization || 0.142
|-
| Port-buffer cells || 2
|-
| Post-synthesis cell area || 1450 µm²
|-
| Final critical delay including setup and external delays || 1.82 ns
|-
| Floorplan die area || 14900 µm²
|-
| Total number of warnings across the stage logs || 25
|-
| List of cells traversed by the critical path || ha_1 > and4_1 > nand3_1 > nor3_1 > buf_4 > o221ai_1
|-
| Resized cells post-CTS || 0
|-
| Worst min-delay path category || reg -> reg
|-
| Setup TNS after final layout || 0 ns
|-
| Maximum single-stage delay on the critical path || 0.39 ns
|-
| RSZ-0062 raised after global routing || false
|-
| Final hold slack || 0.494 ns
|-
| Internal power || 486 µW
|-
| LEAKAGE || 0.688 nW
|-
| Part of the total power dissipated in the clock network || 0.446
|-
| Sink Count || 29
|-
| Share of final-layout standard cells stronger than drive strength 1 || 0.105
|-
| Maximum frequency from static timing analysis || 549 MHz
|-
| Count of unique library cells instantiated by Yosys || 37
|-
| Avg Synthesized Cell Area || 10.8 µm²
|-
| Clock tree root driver cell || clkbuf_8
|-
| Worst-margin pin slew || 0.562 ns
|-
| Worst Setup End Kind || register
|-
| Rows || 37
|-
| First drt pass iteration count || 4
|-
| Count of final max-slew check failures || 0
|-
| Switching power of the nets || 122 µW
|-
| Core Area || 10200 µm²
|-
| Die width || 122 µm
|-
| IO Count || 3
|-
| Initial antenna violation count || 0
|-
| Warnings from Yosys || 1
|-
| Post-route antenna net violation count || 0
|-
| Sw Ratio || 0.200
|-
| Clock transition at path regs || 0.06 ns
|-
| Data required time of the critical path || 3.74 ns
|-
| Maximum buffer depth of the clock tree || 2
|-
| H-tree depth || 2
|-
| WL per Instance || 9.87 µm
|-
| Startpoint kind of the worst setup timing path || register
|-
| Maximum number of pins on one net before global-route repair || 30
|-
| Global route overflow || 0
|-
| Vias in the first global route || 982
|-
| Number of buffers inserted to repair setup after CTS || 0
|-
| First-pass GRT wire length || 4.80 mm
|}
==> layout by cell type (no fill, tap or decap) <==
master,Yosys,routed
nor4b_1,4,4
nand3_1,10,10
and4_1,3,3
nor2b_1,1,1
nand4_2,1,1
o211a_1,1,1
xnor2_1,17,17
clkbuf_1,2,2
nand4_1,10,10
dfrtp_1,28,28
and2_1,1,1
mux2i_1,1,1
or4b_4,1,1
nand3_2,1,1
nor4bb_1,1,1
o221ai_1,1,1
clkdlybuf4s50_1,0,2
nor3_1,4,4
a21oi_1,2,2
nand4_4,1,1
nor4_1,1,1
and4_2,1,1
buf_4,1,2
and2_0,1,1
a211o_1,1,1
o21ai_0,3,3
xor2_1,3,3
inv_1,3,3
a21oi_2,1,1
o31ai_1,1,1
or3_1,2,2
or3_4,1,1
o41ai_1,1,1
nand2_1,7,7
ha_1,1,1
nor2_1,8,8
edfxtp_1,1,1
clkbuf_8,0,6
and3_1,7,7
==> path summary, 6_finish.rpt <==
path	startpoint	to	slack, ns	cells after the start
worst min-delay path	S[0]	S[0]	0.49	1
min in group asynchronous	clr	S[1]	0.81	3
worst max-delay path	S[0]	S[5]	1.78	6
worst max register to register	S[0]	S[5]	1.78	6
worst min register to register	S[0]	S[0]	0.49	1
max in group asynchronous	clr	S[17]	2.53	3
==> sequential cells by signal, summed over array words and instances (netlist names) <==
name / cells
S: 28
q: 1
==> cells in the mapped netlist <==
cell type  instances  area share
and4_1             3       0.018
xor2_1             3       0.018
nand4_1           10       0.043
or3_4              1      0.0078
o211a_1            1      0.0069
nor4_1             1      0.0043
nor4b_1            4       0.024
o221ai_1           1      0.0060
a21oi_2            1      0.0060
ha_1               1      0.0086
a211o_1            1      0.0060
nor2_1             8       0.021
edfxtp_1           1       0.021
nor4bb_1           1      0.0069
mux2i_1            1      0.0069
nand3_2            1      0.0069
a21oi_1            2      0.0069
o21ai_0            3       0.010
nand2_1            7       0.018
nand4_4            1       0.015
dfrtp_1           28        0.48
or4b_4             1      0.0095
nand4_2            1      0.0086
o31ai_1            1      0.0052
and2_1             1      0.0043
clkbuf_1           2      0.0052
xnor2_1           17        0.10
and4_2             1      0.0069
nor2b_1            1      0.0043
buf_4              1      0.0052
nand3_1           10       0.034
o41ai_1            1      0.0060
or3_1              2      0.0086
nor3_1             4       0.014
and3_1             7       0.030
inv_1              3      0.0078
and2_0             1      0.0043
==> cells by family after synthesis <==
logic type                 count (synthesis)  share of synthesized area
buffers and inverters                      6                     0.0181
xor gates and xnor gates                  20                      0.121
muxes                                      1                    0.00689
and+or+nand+nor                           66                      0.289
adders and majority gates                  1                    0.00861
DFF                                       29                      0.503
AOI/OAI and AO/OA                         11                     0.0534
==> layout make-up <==
cell class,instances,area (µm²),area share
Sequential cell,29,731,0.422
Multi-Input combinational cell,99,696,0.401
Tap cell,136,170,0.0982
Clock buffer,8,90.1,0.0520
Timing Repair Buffer,4,35.0,0.0202
Inverter,3,11.3,0.00650
==> routing by layer <==
layer  global-route usage  wire [µm]
met5                    0          0
met4              0.00447         24
met3               0.0122        116
met2               0.0542       1230
met1               0.0566       1390
==> stage by stage <==
| stage | cell area [µm²] | worst slack, ns | utilization | cells | total power, mW |
|---|---|---|---|---|---|
| 2_1_floorplan | 1450 | 1.86 | - | 134 | 0.339 |
| 3_3_place_gp | 1640 | 1.72 | 0.161 | 271 | 0.343 |
| 3_5_place_dp | 1640 | 1.72 | 0.161 | 271 | 0.343 |
| 4_1_cts | 1730 | 1.75 | 0.169 | 279 | 0.614 |
| 5_1_grt | 1730 | 1.61 | 0.169 | 279 | 0.635 |
| 6_report | 1730 | 1.78 | 0.169 | 279 | 0.607 |
==> power by group through the flow <==
stage	registers [mW]	logic [mW]	clock network, mW
after CTS	0.328	0.00914	0.277
after global routing	0.328	0.0102	0.297
final	0.328	0.00836	0.271
Power is estimated from default activity; no workload was simulated.
