--- flow/config.mk ---
export PLATFORM = sky130hd
export DESIGN_NAME = display
export DESIGN_NICKNAME = display
export VERILOG_FILES = /design/flow/design.v
export SDC_FILE = /design/flow/constraint.sdc
export NUM_CORES = 4
export LEC_CHECK = 1
export CORE_UTILIZATION = 30
--- flow/design.v ---
`timescale 1ns / 1ps
module anode_driver(
    input clk,
    input clr,
    input clk_en,
    output reg[1:0]S,
    output reg[3:0]AN
    );
    always @(posedge clk)begin
    if (clr == 1) begin
    S = 2'b00;
   end 
   if(clk_en ) begin
    S= S + 1;
    end
    end
    always @(S) begin 
    if (S==2'b00) 
    AN = 4'b1110;
    else if (S==2'b01)
    AN = 4'b1101;
    else if (S==2'b10)
    AN= 4'b1011;
    else if (S==2'b11)
    AN = 4'b0111;
    end
endmodule
`timescale 1ns / 1ps
module clk_enable(
    input clk,
    input clr,
    output reg q );
    reg [27:0] S;
    always @(posedge clk or posedge clr)begin
    if (clr == 1) begin
    S = 2'b00;
   end 
   else if (S==49999) begin
    S=0;
   q=1;   
    end
    else begin
        S= S + 1;
        q=0;
    end
    end
endmodule
`timescale 1ns / 1ps
module display(
    input clr,
    input clk,
    input [3:0] Dig1,
    input [3:0] Dig2,
    input [3:0] Dig3,
    input [3:0]Dig4,
    output [3:0]AN,
    output [6:0] ca
    );
    wire q;
    wire [1:0] S;
    wire [3:0] x;
    clk_enable c1(
    .clk(clk), .clr(clr), .q(q));
    anode_driver an(.clk(clk),.clr(clr),.clk_en(q),.S(S),.AN(AN)); 
    mux4to1 m1(.Dig1(Dig1),.Dig2(Dig2),.Dig3(Dig3),.Dig4(Dig4),.S(S),.x(x));
    hex2sevseg hex(.x(x),.ca(ca)); 
endmodule
`timescale 1ns / 1ps
module hex2sevseg(
    input [3:0] x,
    output reg [6:0] ca
);
always @(*)
begin
    case (x)
        4'b0000: ca = 7'b0000001; 
        4'b0001: ca = 7'b1001111; 
        4'b0010: ca = 7'b0010010; 
        4'b0011: ca = 7'b0000110; 
        4'b0100: ca = 7'b1001100; 
        4'b0101: ca = 7'b0100100; 
        4'b0110: ca = 7'b0100000; 
        4'b0111: ca = 7'b0001111; 
        4'b1000: ca = 7'b0000000; 
        4'b1001: ca = 7'b0000100; 
        4'b1010: ca = 7'b0001000; 
        4'b1011: ca = 7'b1100000; 
        4'b1100: ca = 7'b0110001; 
        4'b1101: ca = 7'b1000010; 
        4'b1110: ca = 7'b0110000; 
        4'b1111: ca = 7'b0111000; 
        default: ca = 7'bxxxxxxx; 
    endcase
end
endmodule
`timescale 1ns / 1ps
module mux4to1(
input [1:0] S,
    input [3:0]Dig1,
    input [3:0]Dig2,
    input [3:0]Dig3,
    input [3:0]Dig4,
    output reg [3:0] x
    );
    always @(*) begin 
    case(S) 
        2'b00: x=Dig1; 
        2'b01: x=Dig2;
        2'b10: x=Dig3;
        2'b11: x=Dig4; 
        default: x=4'b1111; 
    endcase
    end
endmodule
--- flow/run.sh ---
#!/bin/bash
# OpenROAD 26Q1-2900-gdf79404cd8, Yosys 0.63+post, stock flow scripts
make -C /OpenROAD-flow-scripts/flow DESIGN_CONFIG=/design/flow/config.mk WORK_HOME=/design/flow/orfs finish
--- flow/constraint.sdc ---
current_design display

set clk_period 4.6
set clk_io_pct 0.2

create_clock -name clk0 -period $clk_period [get_ports {clk}]

set non_clock_inputs [all_inputs -no_clocks]
set_input_delay [expr $clk_period * $clk_io_pct] -clock clk0 $non_clock_inputs
set_output_delay [expr $clk_period * $clk_io_pct] -clock clk0 [all_outputs]
==> COMMIT_EDITMSG <==
Record implementation results from latest flow run

- In this run, distinct cell masters in the synthesized netlist total 45.
- Via density: 4.78
- Highest fanout seen on the critical path: 5
- The first detailed-routing pass ran for 4 iterations.
- Pin count of the biggest net entering global routing: 17
- Looking at the VDD voltage map, the peak drop is 0.191 mV.
* Cell family with the largest share of critical-path delay: buffers and inverters
- OpenROAD reports that the post-layout worst path occupies 85.0% of the period.
- Remaining global-route overflow: 0
- The design draws 0.608 mW.
* Launch point of the worst hold path: c1.q
- The die covers 6680 um2.
* Number of antenna violations at the first check in global routing: 0
- Sorting the Yosys area breakdown by cell type puts at the top sky130_fd_sc_hd__dfrtp_1.
* Filler cells: 608
- Setup repair after global routing left no endpoint under its margin.
* Final Util: 39.3%
* Mean post-synth cell area: roughly 11 um2
- Yosys xor share: 11.9%
- The worst pin sits at a relative slew slack of 59.9%.
- Number of warnings reported in the yosys synthesis log: 4
* Post-cts hold-fix buffer tally: 0
- From synthesis to final layout, the design area changed by 24.2%.
- TritonCTS Buffers: 5
- Crit start category: input pin
* Wire length of the first global-routing pass: 6.18 mm
* Clock transition time at the flip-flop clock pins of the worst setup and hold paths: 60 ps
- Max Freq: 256 MHz
- In this run the cell area of the synthesized design comes to about 1900 um2.
- Post-detail-place hpwl: 2.63 mm
- Number of register pins that no clock reaches: 4
* Floorplan core density: 31.6%
- Hold path endpoint: an.S[0]
- Type of the worst min-delay path: register to register
- Largest cells by area after synthesis: sky130_fd_sc_hd__dfrtp_1, sky130_fd_sc_hd__xnor2_1, sky130_fd_sc_hd__ha_1, sky130_fd_sc_hd__xor2_1, sky130_fd_sc_hd__mux4_2
- Level count of the clock H-tree: 2
- Number of instances on the worst hold path: 1
- Yosys cell count: 176
- Clock Path Buffers: 2
- Number of DRC markers after the initial detailed-route iteration: 17
- Die Y-Extent: 81.7 um
- CTS tree: yes
* Worst Path Arrival: ~3000 ps
- Total routed wirelength: 3.51 mm
* R2R setup slack: 2710 ps
- The commonest register cell is sky130_fd_sc_hd__dfrtp_1.
* Number of global-route vias before repair: 1333
- The worst register-to-register path depth is 5.
- In the final timing run, aggregate negative setup slack is 0 ps.
- The routed design ends up with an antenna cell count of 0.
- By startpoint and endpoint, the worst setup path is classified as input pin to output port.
- Per the repair_timing log after CTS, setup buffers inserted total 0.
* Power density relative to cell area: 257 nW/um2
- Clock period minus final worst setup slack: about 4000 ps
- For reference, simple AND, OR, NAND and NOR cells occupy 23.4% of the area reported after synthesis.
- Area of the placeable core: 6030 um2
- On the critical path, the stage with the largest delay is an instance of sky130_fd_sc_hd__mux4_1.
- 4 endpoints have no timing constraint.
- Post-cts gate resize count: 0
- Final setup violating endpoints: 0
- Yosys shows that the main logic family after synthesis is simple AND/OR/NAND/NOR gates.
- In this run the critical register-to-register path is launched from c1.S[0].
- Clock network latency to the later pin of the worst-skew pair: 280 ps
- The synthesized design devotes to its leading area cell type 36.7% of total area.
- Outcome: complete, no violations
- Between clock sinks in the finished design, the worst skew comes to 3.88 ps.
- Number of vias in the routed layout: about 1400
- Warnings raised by the tools during the run amount to 29.
- Nature of the critical path endpoint: output port
* Area of the synthesized netlist per yosys stat: 1910 um2
- Share of flip-flops with an asynchronous set or reset: 80.0%
- Proportion of layout cells with a drive suffix above 1: 8.96%
- The signal on the critical path passes through clkdlybuf4s50_1, mux4_1, inv_1, ha_1, a211oi_1, a31oi_1, clkdlybuf4s50_1.
- Ao+oa area frac: 5.12%
* Final max-slew violation count: 0
* Post-route ant nets: 0
- Post-synth EDFFs: 1
- The critical path endpoint has a required time of 3680 ps.
- Per the synthesis report, the adder-cell share of the synthesized area is 4.59%.
- The pin closest to its max-slew limit shows a slew of 599 ps.
- Max-cap violations in this run came to 0.
- CP dominant cell by count: sky130_fd_sc_hd__clkdlybuf4s50_1
- Hold slack final: 473 ps
- Hold violation count in the final report: 0
- Post-synthesis cell count: 176
- According to the floorplan log, the row count is 28.
- Chip width: 81.7 um
* Number of buffers inserted by port buffering: 28
* WL per Instance: 12.2 um
- Clock root buffer: sky130_fd_sc_hd__clkbuf_8
* Delay contributed by the slowest stage of the critical path: about 580 ps
* Worst reg2reg endpoint: c1.S[18]
- Mux share: 8.01%
- Overall global routing resource usage: 12.3%
- RePlAce ended its routability-driven mode at a weighted congestion of 0.801.
* Register bit count reported by yosys: 35
- DRC: 0
- Crit path buf inv count: 3
- 29 I/O pins were placed.
- Static Leak: between 1 and 1.5 nW
[sequential cells by signal, summed over array words and instances, names as in the netlist]
register / cells
c1.q: 1
c1.S: 28
an.S: 2
an.AN: 4
[metal layers]
layer / part of all wire (%) / global-route usage, % / up-vias / wire [um]
met1: 50 / 18.6 / 645 / 1770
li1: - / - / 704 / -
met4: 1.3 / 1.40 / 0 / 47
met5: 0 / 0 / - / 0
met2: 44 / 19.1 / 18 / 1550
met3: 4.1 / 2.71 / 5 / 143
[worst max-delay path by stage]
stage                 startpoint     to  slack, ps  depth (start not counted)
final                    Dig2[0]  ca[3]        690                          7
after global routing     Dig3[1]  ca[3]        560                          9
after CTS                Dig2[0]  ca[3]        680                          7
[final cells by class]
type	instances	area, um2	area share (%)
Timing Repair Buffer	29	288	12.2
Tap cell	75	93.8	3.96
Clock buffer	8	100	4.23
Sequential cell	35	831	35.1
Inverter	8	30.0	1.27
Multi-Input combinational cell	132	1030	43.3
[placed cells by master (no fill, tap or decap), drive strengths merged]
cell and count:
xor2 9, or2 1, a22o 1, conb 4, nor2b 3, inv 8, mux2 2, a21oi 1
dfxtp 2, edfxtp 1, nor3 1, a31oi 1, clkdlybuf4s50 28, o41ai 1, nand2 13, nor4b 1
or4 2, or2b 1, nand4 11, a22oi 1, nor4 6, mux2i 1, ha 7, dfrtp 28
dlxtn 4, nor2 13, buf 1, a211oi 1, clkbuf 8, o22ai 3, and3 4, and2 1
nand3 9, xnor2 17, and4 5, o21ai 1, o21a 2, o31ai 2, mux4 5, nand2b 2
[report_power, final]
| group | switching (mW) | total, mW | internal, mW |
|---|---|---|---|
| combinational | 0.0352 | 0.0969 | 0.0617 |
| clock | 0.0925 | 0.229 | 0.136 |
| sequential | 0.00441 | 0.282 | 0.278 |
[cell families after synthesis]
| family | after synthesis |
|---|---|
| and+or+nand+nor | 73 |
| DFF | 31 |
| adders and majority gates | 7 |
| muxes | 8 |
| xor gates and xnor gates | 26 |
| other | 1 |
| buffers and inverters | 12 |
| AOI/OAI and AO/OA | 14 |
| latches | 4 |
[synth_stat cells (3+ instances only)]
cell type / n
sky130_fd_sc_hd__nand2_1: 13
sky130_fd_sc_hd__ha_1: 7
sky130_fd_sc_hd__nand3_1: 9
sky130_fd_sc_hd__and3_1: 4
sky130_fd_sc_hd__nand4_1: 10
sky130_fd_sc_hd__o22ai_1: 3
sky130_fd_sc_hd__and4_1: 5
sky130_fd_sc_hd__xnor2_1: 17
sky130_fd_sc_hd__nor2_1: 13
sky130_fd_sc_hd__dlxtn_1: 4
sky130_fd_sc_hd__xor2_1: 9
sky130_fd_sc_hd__inv_1: 8
sky130_fd_sc_hd__dfrtp_1: 28
sky130_fd_sc_hd__nor4_1: 4
sky130_fd_sc_hd__mux4_2: 3
[through the flow]
step / std cells / setup slack (ps) / area [um2]
after CTS: 287 / 676 / 2370
after global placement: 279 / 677 / 2270
after global routing: 287 / 563 / 2370
after detailed placement: 279 / 673 / 2270
after floorplan: 179 / 1600 / 1920
final: 287 / 690 / 2370
Power figures rest on the tool's default switching activity, not on a simulated workload.
